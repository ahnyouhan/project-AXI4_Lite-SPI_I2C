==> ./design.v <==
`timescale 1ns / 1ps
module I2C_Slave #(
    parameter SLV_ADDR = 7'h24
) (
    input logic clk,
    input logic reset,
    input logic SCL,
    inout logic SDA,
    output logic [7:0] LED
);
    logic SDA_en, SDA_out;
    assign SDA = SDA_en ? 1'bz : SDA_out;
    typedef enum logic [2:0] {
        IDLE,
        START,
        DATA_CL0,
        DATA_CL1,
        ACK_CL0,
        ACK_CL1
    } state_t;
    state_t state, next_state;
    logic [7:0] shift, shift_next;
    logic [2:0] bit_counter, bit_counter_next;
    logic first_byte, first_byte_next;
    logic addr_ok, addr_ok_next;
    logic rw_bit, rw_bit_next;
    logic scl_d0, scl_d1;
    logic sda_d0, sda_d1;
    always_ff @(posedge clk) begin
        scl_d0 <= SCL;
        scl_d1 <= scl_d0;
        sda_d0 <= SDA;
        sda_d1 <= sda_d0;
    end
    wire scl_rise = (scl_d0 & ~scl_d1);
    wire scl_fall = (~scl_d0 & scl_d1);
    wire sda_rise = (sda_d0 & ~sda_d1);
    wire sda_fall = (~sda_d0 & sda_d1);
    always_ff @(posedge clk or posedge reset) begin
        if (reset) begin
            state       <= IDLE;
            shift       <= 0;
            bit_counter <= 0;
            first_byte  <= 1;
            addr_ok     <= 0;
            rw_bit      <= 0;
            LED         <= 8'h00;
        end else begin
            state       <= next_state;
            shift       <= shift_next;
            bit_counter <= bit_counter_next;
            first_byte  <= first_byte_next;
            addr_ok     <= addr_ok_next;
            rw_bit      <= rw_bit_next;
            if (state == DATA_CL1 &&
                bit_counter == 3'd7 &&
                first_byte == 1'b0 &&       
                addr_ok == 1'b1 &&   
                rw_bit == 1'b0)             
            begin
                LED <= shift;
            end
        end
    end
    always_comb begin
        next_state       = state;
        shift_next       = shift;
        bit_counter_next = bit_counter;
        first_byte_next  = first_byte;
        addr_ok_next     = addr_ok;
        rw_bit_next      = rw_bit;
        SDA_en           = 1;
        SDA_out          = 1;
        case (state)
            IDLE: begin
                bit_counter_next = 0;
                first_byte_next  = 1;
                addr_ok_next     = 0;
                if (sda_fall && SCL) next_state = START;
            end
            START: begin
                if (scl_fall) next_state = DATA_CL0;
            end
            DATA_CL0: begin
                if (scl_rise) begin
                    shift_next = {shift[6:0], SDA};
                    next_state = DATA_CL1;
                end
            end
            DATA_CL1: begin
                if (sda_rise && SCL) next_state = IDLE;
                if (scl_fall) begin
                    if (bit_counter == 3'd7) begin
                        next_state       = ACK_CL0;
                        bit_counter_next = 0;
                        if (first_byte) begin
                            first_byte_next = 0;
                            if (shift[7:1] == SLV_ADDR) begin
                                addr_ok_next = 1;
                                rw_bit_next  = shift[0];
                            end else begin
                                addr_ok_next = 0;
                            end
                        end
                    end else begin
                        bit_counter_next = bit_counter + 1;
                        next_state = DATA_CL0;
                    end
                end
            end
            ACK_CL0: begin
                if (scl_rise) begin
                    SDA_en = 0;
                    SDA_out = addr_ok ? 1'b0 : 1'b1;
                    next_state = ACK_CL1;
                end
            end
            ACK_CL1: begin
                SDA_en  = 0;
                SDA_out = 0;
                if (sda_rise && SCL) next_state = IDLE;
                else if (scl_fall) begin
                    SDA_en = 1;
                    next_state = DATA_CL0;
                end
            end
        endcase
    end
endmodule
==> ./run.sh <==
#!/bin/bash
# OpenROAD 26Q1-2900-gdf79404cd8, Yosys 0.63+post, stock flow scripts
make -C /OpenROAD-flow-scripts/flow DESIGN_CONFIG=/design/flow/config.mk WORK_HOME=/design/flow/orfs finish
==> ./config.mk <==
export PLATFORM = sky130hd
export DESIGN_NAME = I2C_Slave
export DESIGN_NICKNAME = I2C_Slave
export VERILOG_FILES = /design/flow/design.v
export SDC_FILE = /design/flow/constraint.sdc
export NUM_CORES = 4
export LEC_CHECK = 1
export CORE_AREA = 10 10 100 100
export DIE_AREA = 0 0 110 110
==> ./constraint.sdc <==
current_design I2C_Slave

set clk_period 1.9
set clk_io_pct 0.2

create_clock -name clk0 -period $clk_period [get_ports {clk}]

set non_clock_inputs [all_inputs -no_clocks]
set_input_delay [expr $clk_period * $clk_io_pct] -clock clk0 $non_clock_inputs
set_output_delay [expr $clk_period * $clk_io_pct] -clock clk0 [all_outputs]
==> results.yml <==
# implementation run metrics
hold_path:
  holdPathEnd: "sda_d0$_DFF_P_"
  hold_start: "SDA"
  whs_path_depth: 0
  hold_path.class: "input pin to flop"
die:
  die_height_um: 110
  die_w_um: 110
  core_area_um2: 7810
  fp_util_pct: 16.9
  rows: 32
  chipArea_um2: 12100
  top_level_ports: 12
clocking:
  clk_pin_slew_ns: 0.06
  h-tree-depth: 2
  numCtsBuffers: 5
  cts_tree: "done"
  clockBufferDepth: 2
  cts_hold_buf: 0
  cts_root_buffer: "clkbuf_8"
  clk_latency_ns: 0.28
  clock-sinks: 32
  post-cts-setup-buffer-count: 0
  cts_resized: 0
sta:
  tightest_slew_ns: 0.422
  finalCritPeriodShare_pct: 83.8
  relSlewSlack_pct: 71.5
  report.final.slew_viol_count: 0
  rsz0062_at_grt: "no"
  period_needed_ns: 1.59
  skew_ns: 0.00503
  setup_tns_ns: 0
  fin_ws_ns: 0.307
  setup_violations: 0
  hold_viol_final: 0
  max_freq_mhz: 628
  fin_hold_ws_ns: 0.158
route:
  routed_wl_mm: 2.32
  drc: 0
  vias_per_cell: 3.75
  ant_nets: 0
  post_drt_wl_per_cell_um: 10.5
  drt_iter0_drc: 19
  vias: 828
  num_antenna_cells: 0
  first_pass_iters: 4
outcome:
  outcome: "finished clean"
placed_design:
  placed_cell_area_um2: 1560
  dp_slack_ns: 0.301
  gp_congestion: 0.778
  dpl.hpwl_mm: 1.70
  io_buffers: 10
synth:
  yosysWarnings: 2
  syn-cell-area_um2: 1320
  ys_seq_share_pct: 59.4
  yosysCellCount: 100
  postSynthCellCount: 100
  synth.avg_cell_area_um2: 13.2
  ys_seq_elements: 32
  ys_types: 26
  ys_area_um2: 1320
critical_path:
  crit_top_cell: "ha_1"
  critPathSlowestCell: "dfrtp_1"
  rrSetupSlack_ns: 0.31
  r2r-start: "bit_counter[0]$_DFFE_PP0P_"
  cpPeakStageDelay_ns: 0.37
  critPathLaunchType: "flop"
  critical_path_class: "flop to flop"
  cp.arrival_ns: 1.76
  crit_required_ns: 2.07
  path_cells: "ha_1, ha_1, nand2_1, nor4_4, buf_4, mux2_2"
  rr_endpoint: "LED[1]$_DFFE_PP0P_"
  cp_max_fo: 8
  endpoint_kind: "flop"
  r2r_cells: 6
flow_run:
  cap_violations: 0
  warning_count: 26
global_routing:
  antenna_found_initial: 0
  grt-ovfl-total: 0
  grt_usage_pct: 4.26
  grt_pass1_wl_mm: 4.20
  grt_max_degree: 29
  grt_pass1_vias: 844
final_layout:
  final_area_um2: 1690
  final_cell_mix: "26 x dfrtp_1, 18 x mux2_2, 10 x clkdlybuf4s50_1"
  layout-drive-gt1-share_pct: 26.9
  fillers: 820
  area_delta_synth_final_pct: 27.9
  lay_top_count: "dfrtp_1"
pwr:
  p_total_w: 0.00176
  power_density_nw_per_um2: 1040
  peakVddDrop_v: 0.000764
  p_leak_nw: 0.722
-- worst max-delay path: cells and delay by family (launching register included) --
kind          cells  cell delay, ns
flops             1            0.37
mux               1            0.34
fa+ha+maj         2            0.34
simple gates      2            0.22
buf+inv           1            0.21
-- synth_stat cells (all sizes together) --
cell type  instances  area, um2
buf                2       8.75
inv                4       15.0
a32o               3       30.0
nand3b             1       7.51
nand2              6       22.5
dfstp              2       52.6
a31oi              2       12.5
mux2              18        203
nand2b             1       6.26
mux2i              2       20.0
nand3              2       10.0
nor2               4       15.0
nor4bb             1       10.0
nor2b              3       18.8
a21o               1       7.51
dfrtp             26        651
a221oi             1       8.76
a21oi              3       15.0
dfxtp              4       80.1
o21ai              6       30.0
nor4               1       21.3
nor4b              1       8.76
and4b              1       10.0
a22o               2       17.5
ha                 3       37.5
-- stage by stage --
stage	utilization, %	instances
2_1_floorplan	-	100
3_3_place_gp	20.0	213
3_5_place_dp	20.0	213
4_1_cts	21.6	221
5_1_grt	21.6	221
6_report	21.6	221
-- kinds of logic (layout without fill, tap and decap cells) --
group	after synthesis	count (layout)	synth area share, %
DFF	32	32	59.4
muxes	20	20	16.9
and+or+nand+nor	21	21	9.87
adders and majority gates	3	3	2.85
buffers and inverters	6	25	1.80
AOI/OAI and AO/OA	18	18	9.20
-- final cells by class --
type	count	area [um2]	area share, %
tap	102	128	7.57
inverter	4	15.0	0.890
multi-input combinational	62	512	30.3
clock buffer	7	96.3	5.71
clock inverter	1	30.0	1.78
timing repair buffer	13	123	7.27
sequential	32	783	46.4
-- sequential cells by signal, indices dropped and copies added, names as in the netlist --
signal       cells
LED              8
addr_ok          1
bit_counter      3
first_byte       1
rw_bit           1
scl_d0           1
scl_d1           1
sda_d0           1
sda_d1           1
shift            8
state            6
-- routing by layer --
layer | vias up | share of wire [%] | GRT usage (%)
met5 | - | 0 | 0
met4 | 0 | 2.5 | 0.743
met3 | 4 | 4.9 | 1.59
met2 | 15 | 42 | 5.88
met1 | 405 | 51 | 6.29
li1 | 404 | - | -
-- worst max-delay path by stage --
stage / start / endpoint / slack [ns]
4_1_cts: bit_counter[0]$_DFFE_PP0P_ / LED[1]$_DFFE_PP0P_ / 0.28
5_1_grt: bit_counter[0]$_DFFE_PP0P_ / LED[1]$_DFFE_PP0P_ / 0.21
6_report: bit_counter[0]$_DFFE_PP0P_ / LED[1]$_DFFE_PP0P_ / 0.31
-- where the power goes --
part	total [W]	internal, W	switching (W)
Clock	0.000699	0.000462	0.000237
Sequential	0.000875	0.000786	0.0000898
Combinational	0.000183	0.000108	0.0000758
No activity file was given, so power comes from the tool's default toggle rates.
